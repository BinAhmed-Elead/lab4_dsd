==> flow/design.v <==
`timescale 1ns / 1ps
module seven_seg(input [3:0] bin,
                                  output [6:0] seg);
assign seg[0] = ((~bin[3] & ~bin[2] & ~bin[1] & bin[0]) | (bin[2] & ~bin[1] & ~bin[0]) | (bin[3] & ~bin[2] & bin[1] & bin[0]) | (bin[3] & bin[2] & ~bin[1]));
assign seg[1] =  ((~bin[3] & bin[2] & ~bin[1] & bin[0]) | (bin[2] & bin[1] & ~bin[0]) | (bin[3] & bin[1] & bin[0]) | (bin[3] & bin[2] & ~bin[0]));
assign seg[2] =  ((~bin[3] & ~bin[2] & bin[1] & ~bin[0]) | (bin[3] & bin[2] & ~bin[0]) | (bin[3] & bin[2] & bin[1]));
assign seg[3] =   ((~bin[2] & ~bin[1] & bin[0]) | (~bin[3] & bin[2] & ~bin[1] & ~bin[0]) | (bin[2] & bin[1] & bin[0]) | (bin[3] & ~bin[2] & bin[1] & ~bin[0]));
assign seg[4]= ((~bin[3] & bin[0]) | (~bin[3] & bin[2] & ~bin[1]) | (~bin[2] & ~bin[1] & bin[0]));
assign seg[5]= ((~bin[3] & ~bin[2] & bin[0]) | (~bin[3] & ~bin[2] & bin[1]) | (~bin[3] & bin[1] & bin[0]) | (bin[3] & bin[2] & ~bin[1]));
assign seg[6] = ((~bin[3] & ~bin[2] & ~bin[1]) | (~bin[3] & bin[2] & bin[1] & bin[0]));
endmodule
==> flow/run.sh <==
#!/bin/bash
# OpenROAD 26Q1-2900-gdf79404cd8, Yosys 0.63+post, stock flow scripts
make -C /OpenROAD-flow-scripts/flow DESIGN_CONFIG=/design/flow/config.mk WORK_HOME=/design/flow/orfs finish
==> flow/config.mk <==
export PLATFORM = sky130hd
export DESIGN_NAME = seven_seg
export DESIGN_NICKNAME = seven_seg
export VERILOG_FILES = /design/flow/design.v
export SDC_FILE = /design/flow/constraint.sdc
export NUM_CORES = 4
export LEC_CHECK = 1
export CORE_AREA = 10 10 70 70
export DIE_AREA = 0 0 80 80
==> flow/constraint.sdc <==
current_design seven_seg

set clk_period 1.3
set clk_io_pct 0.2

create_clock -name clk0 -period $clk_period

set non_clock_inputs [all_inputs -no_clocks]
set_input_delay [expr $clk_period * $clk_io_pct] -clock clk0 $non_clock_inputs
set_output_delay [expr $clk_period * $clk_io_pct] -clock clk0 [all_outputs]
==> impl_metrics.tcl <==
# implementation run metrics
set metrics [dict create \
    min_path_cells 4 \
    port_buffers 11 \
    netlist_top_cells_area "nand2_1, o22ai_1, a21oi_1" \
    required_ps 1040 \
    layout_top_cell_excl_fill_tap "buf_6" \
    grt_overflow 0 \
    antenna_found_initial 0 \
    num_io_pins 11 \
    timing.final.ws_setup_ps 8.118 \
    rsz0062_at_grt "true" \
    design_area_um2 476.7 \
    relSlewSlack 0.8791 \
    vias 273 \
    netlist_instances 30 \
    gp_congestion 0.7844 \
    start_kind "input pin" \
    drt_wl_total_um 756 \
    ant_nets 0 \
    leakage_nw 0.2176 \
    die_area_um2 6400 \
    cts-hold-fix-buffers 0 \
    yosysChipArea_um2 166.4 \
    via_per_inst 2.874 \
    grt_pass1_wl_mm 1.186 \
    grt_max_degree 9 \
    area_growth_pct 186.5 \
    synth.distinct_cells 17 \
    yosys.area.top_type "nand2_1" \
    slew_violations 0 \
    pre_cts_ws_ps -787.8 \
    hp-class "in2out" \
    tightest_slew_ps 180.2 \
    timing.final.hold_violations 0 \
    warnings 34 \
    worstPathMaxFanout 4 \
    yosysWarnings 0 \
    drt_pass1_iterations 3 \
    nClkBuffers 0 \
    synth_area_um2 166.4 \
    drt-wirelength-per-cell_um 7.958 \
    max_freq_ghz 0.7741 \
    die_h_um 80 \
    avgSynthCellArea_um2 5.547 \
    timing.final.crit_share 0.9938 \
    synth_top_area_share 0.1128 \
    total_power_w 0.0001471 \
    drv_cap 0 \
    min_period_ps 1292 \
    row_count 21 \
    grt_pass1_vias 255 \
    vdd_drop_max_mv 0.05133 \
    whs_ps 866.3 \
    arrival_ps 1030 \
    place_hpwl_um 559.4 \
    whs_endpoint "seg[6]" \
    chipWidth_um 80 \
    drive_gt1_frac 0.6735 \
    crit_start "bin[2]" \
    dp_cells 91 \
    ys_seq_share 0 \
    ff_count 0 \
    seq_area_um2 0 \
    outcome "completed" \
    grtUsageTotal 0.02170 \
    setup_viol 0 \
    antenna_cells 0 \
    core_area_um2 3416 \
    powerDensity_nw_per_um2 308.6 \
    instances_no_fill 95 \
    ys_cells 30 \
    dpl_cell_area_um2 369.1 \
    first_iter_violations 14 \
    drcViolationCount 0 \
    critPathKind "in2out" \
    fp-utilization 0.04872 \
    critPathCaptureType "primary output" \
    hold_start "bin[3]" \
    final_cell_mix "buf_6, buf_2, buf_4" \
]
## layer usage
metal  share of wire  GRT usage  wire [um]
met1            0.47    0.02966        358
met2            0.41    0.03531        307
met3            0.12   0.005682         90
met4               0          0          0
met5               0          0          0
## report_power, final
| part | leakage (nW) | internal (W) | switching [W] | total (W) |
|---|---|---|---|---|
| Sequential | 0 | 0 | 0 | 0 |
| Combinational | 0.218 | 0.0000885 | 0.0000587 | 0.000147 |
| Clock | 0 | 0 | 0 | 0 |
| Total | 0.218 | 0.0000885 | 0.0000587 | 0.000147 |
## logic make-up after synthesis
logic type	after synthesis	share of synthesized area
buffers and inverters	5	0.1278
AND-OR/OR-AND	13	0.4962
AND/OR/NAND/NOR	11	0.3234
XOR/XNOR	1	0.05264
## critical path, cell delays in order
cell	delay, ps
buf_6	100
buf_6	110
nand2_2	50
a21boi_2	140
o22ai_1	140
dlygate4sd2_1	220
## synth_stat cells
| cell | count |
|---|---|
| nand2b_1 | 2 |
| o21ai_1 | 1 |
| a211oi_1 | 1 |
| nor2b_1 | 1 |
| a22o_1 | 1 |
| inv_1 | 3 |
| buf_2 | 2 |
| o22ai_1 | 3 |
| o21ai_0 | 1 |
| nor2_1 | 2 |
| xnor2_1 | 1 |
| a21oi_1 | 3 |
| nand2b_2 | 1 |
| o211ai_1 | 1 |
| a21boi_1 | 1 |
| a21boi_0 | 1 |
| nand2_1 | 5 |
## timing repair
item	in CTS	in global routing
gates cloned	1	0
buffers inserted	1	2
hold endpoints to repair	0	0
pin swaps	7	4
endpoints found under the setup margin	7	4
gates resized	48	15
## stage by stage
| step | utilization | TNS [ps] |
|---|---|---|
| 4_1_cts | 0.1220 | -93.53 |
| 5_1_grt | 0.1396 | -90.34 |
| 2_1_floorplan | - | 0 |
| 3_3_place_gp | 0.1081 | -5394 |
| 6_report | 0.1396 | 0 |
| 3_5_place_dp | 0.1081 | -5326 |
## worst max-delay path by stage
stage	slack, ps	cells past startpoint	endpoint
global route	-40	6	seg[2]
finish	8	6	seg[2]
CTS	-60	6	seg[3]
## final cells by class
type               count  area, um2
fillers              401       2939
multi-input cells     25      215.2
repair buffers        21      190.2
well taps             46      57.56
inverters              3      13.76
Power figures rest on the tool's default switching activity, not on a simulated workload.
